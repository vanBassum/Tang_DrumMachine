==> design.v <==
module sigma_delta_dac #(
    parameter N = 10    
)(
    input  wire          clk,
    input  wire [N-1:0]  din,    
    output reg           dout    
);
    reg [N:0] acc = { (N+1){1'b0} };  
    always @(posedge clk) begin
        {dout, acc} <= acc + din;
    end
endmodule
==> run.sh <==
#!/bin/bash
# OpenROAD 26Q1-2900-gdf79404cd8, Yosys 0.63+post, stock flow scripts
make -C /OpenROAD-flow-scripts/flow DESIGN_CONFIG=/design/flow/config.mk WORK_HOME=/design/flow/orfs finish
==> constraint.sdc <==
current_design sigma_delta_dac

set clk_period 5.4
set clk_io_pct 0.2

create_clock -name clk0 -period $clk_period [get_ports {clk}]

set non_clock_inputs [all_inputs -no_clocks]
set_input_delay [expr $clk_period * $clk_io_pct] -clock clk0 $non_clock_inputs
set_output_delay [expr $clk_period * $clk_io_pct] -clock clk0 [all_outputs]
==> config.mk <==
export PLATFORM = sky130hd
export DESIGN_NAME = sigma_delta_dac
export DESIGN_NICKNAME = sigma_delta_dac
export VERILOG_FILES = /design/flow/design.v
export SDC_FILE = /design/flow/constraint.sdc
export NUM_CORES = 4
export LEC_CHECK = 1
export CORE_AREA = 10 10 73 73
export DIE_AREA = 0 0 83 83
==> changes_impl.md <==
### Implementation results

- Worst Hold Class: reg2reg
- Drt drc: 0
- WL final: about 1200 um
- GP Congestion: between 0.7 and 0.8
- Power per Cell Area: ~600 nW/um2
- Initial Util: around 17%
- Initial antenna violation count: 0
- RSZ-0062 raised after global routing: false
- # setup viols final: 0
- Chip area: 6890 um2
- Worst R2R Start: acc[0]$_DFF_P_
- N_diodes: 0
- Crit Path Max Fanout: 3
- Syn Area/Cell: between 10 and 15 um2
- Core ar.: about 3700 um2
- FILL cells: between 400 and 500
- IO Count: 12
- Die Span Y: between 80 and 90 um
- Synth Cell Area: roughly 650 um2
- Combinational share of power: 51.6%
- Routed Antenna Nets: 0
- Via count: approximately 490
- Fin util: 23.3%
- Synth area leader: dfxtp_1
- Total Power: between 0.5 and 0.6 mW
- MI comb area: 402 um2
- Ys flop type: dfxtp_1
- Post-synth cell types: 22
- CP Class: in2reg
- Largest net degree at the start of global routing: 8
- CTS hold repair buffers: 0
- Top cells, area: dfxtp_1 37%, ha_1 19%, xnor2_1 8.1%
- Slowest cell delay on critical path: around 0.40 ns
- Sequential share of the synthesized area: between 30% and 40%
- Fin area: roughly 870 um2
- Routed wire per std cell: between 9 and 10 um
- Grt total ovfl: 0
- Family with the most delay on the worst path: AND-OR/OR-AND gates
- Clk pin slew, worst setup/hold paths: ~0.05 ns
- Max Slew Vio Count: 0
- Ys flops: 12
- Sequential Power Share: around 30%
- FF/Latch Area: roughly 240 um2
- Via density: roughly 3.9
- Number of synthesized flops with an enable pin: 0
- Worst r2r path cells: 7
- Die outline width: about 83 um
- Hold path cells: 1
- Setup crit start kind: input pin
- Count of tool warnings: 25
- Worst EP arrival: approximately 3.1 ns
- CP required: roughly 5.6 ns
- Post-DP HPWL: around 960 um
- Yosys cell count: approximately 62
- Post-synth ARST share: 0%
- Fmax: 336 MHz
- Latency at later pin: between 0.2 and 0.25 ns
- Hold slack: 0.442 ns
- R2R Setup Slk: ~3.4 ns
- Vias in the first global route: roughly 500
- Area leader share: between 30% and 40%
- Port bufs: 11
- Clock root buffer: clkbuf_8
- Hold Path End: acc[0]$_DFF_P_
- Clk_skew: about 0.0014 ns
- Final period utilization: 55.2%
- Clock tree buffer depth: 2
- Final TNS setup: 0 ns
- Cell Int Power: roughly 0.34 mW
- Crit path cell chain: clkdlybuf4s50_1 > ha_1 > fa_1 > a21o_1 > a221oi_2 > o21ai_1 > a21oi_1 > xnor2_1
- Share of cells above drive strength 1: under 10%
- Clock Sinks: 12
- RR Endpoint: acc[10]$_DFF_P_
- Synthesis-to-layout area growth: 34.9%
- Min Tclk post-route: 2.98 ns
- MaxCap Viol Count: 0
- Total setup buffers inserted after CTS: 0
- Placed cell area: 816 um2
- Global-route wire length before repair: 2130 um
- Clock Power Share: 18.4%
- Router iterations before antenna repair: 4
- Psw: roughly 0.18 mW
- Num rows: 22
- Status: finished clean
- Pin slew with the least headroom to its limit: around 0.33 ns
- Warnings from Yosys: 1
- Post-Synthesis Cells: around 62
- Resize count post-CTS: 0
- Initial DRC count: 32
- H-tree depth: 1
- Final hold vios: 0
- Total CTS buffers: 3
- Yosys stat area: 646 um2
- GR Util All Layers: under 10%
- Switching Share: between 30% and 40%
- Critical Path Sink Type: flip-flop
- Slew HR: between 70 and 80%
- CP bufs+invs: 1
- Max stage delay cell, worst path: clkdlybuf4s50_1
- Max IR drop VDD: around 200 uV
- CTS tree: done
- Leak Pwr: 0.367 nW
- Hold_sp: acc[0]$_DFF_P_
==> registers in the layout, indices dropped and copies added, names as in the netlist <==
| signal | flops |
|---|---|
| acc | 11 |
| dout | 1 |
==> final cells by class <==
cell class	count	share of cell area, %
Inverter	1	0.431
Multi-Input combinational cell	49	46.1
Sequential cell	12	27.6
Tap cell	48	6.90
Timing Repair Buffer	11	12.6
Clock buffer	4	6.32
==> logic make-up after synthesis <==
kind of cell             share of synthesized area [%]
AND-OR/OR-AND                                     18.8
XOR/XNOR                                          12.2
adder cells (fa/ha/maj)                           22.5
buffers and inverters                            0.581
flip-flops                                        37.2
AND/OR/NAND/NOR                                   8.72
==> through the flow <==
stage	setup slack, ns	instances
2_1_floorplan	2.76	62
3_3_place_gp	2.26	121
3_5_place_dp	2.21	121
4_1_cts	2.44	125
5_1_grt	2.34	125
6_report	2.42	125
==> metal layers <==
metal / vias to the layer above / global-route usage, % / part of all wire, %
met2: 14 / 5.24 / 40
met5: - / 0 / 0
li1: 256 / - / -
met3: 0 / 2.07 / 8.0
met4: 0 / 0.154 / 0
met1: 220 / 4.65 / 52
==> power by group through the flow <==
stage	Combinational (mW)	Clock, mW	Sequential [mW]
CTS	0.271	0.101	0.158
global route	0.311	0.105	0.162
finish	0.271	0.0967	0.157
==> synthesized netlist by cell type, drive strengths merged (2+ instances only) <==
library cell and instances:
a21oi 8, ha 10, nand3 2, a21o 3, xor2 3, xnor2 6, nor2 3, dfxtp 12
nor2b 2
==> layout by cell type, fill, tap and decap left out, drive strengths merged <==
cell,synthesis,routed
nor2b,2,2
xnor2,6,6
a21oi,8,8
a221oi,1,1
o21ai,1,1
nor2,3,3
nand2,1,1
xor2,3,3
o21a,1,1
fa,1,1
a22o,1,1
a31oi,1,1
and3,1,1
ha,10,10
o21bai,1,1
a21o,3,3
clkdlybuf4s50,0,11
dfxtp,12,12
clkbuf,0,4
nor3,1,1
nand3,2,2
inv,1,1
and2,1,1
o311ai,1,1
==> worst max-delay path by stage <==
| stage | depth (start not counted) | start | slack (ns) | end |
|---|---|---|---|---|
| finish | 8 | din[0] | 2.42 | acc[10]$_DFF_P_ |
| global route | 8 | din[0] | 2.34 | acc[10]$_DFF_P_ |
| CTS | 8 | din[0] | 2.44 | acc[10]$_DFF_P_ |
==> worst register-to-register path: cells and delay by family (launching register included) <==
family,cells,cell delay (ns)
flops,1,0.30
fa+ha+maj,2,0.60
xor+xnor,1,0.14
compound gates,4,0.89
Power figures rest on the tool's default switching activity, not on a simulated workload.
