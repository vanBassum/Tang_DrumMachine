$ cat flow/run.sh
#!/bin/bash
# OpenROAD 26Q1-2900-gdf79404cd8, Yosys 0.63+post, stock flow scripts
make -C /OpenROAD-flow-scripts/flow DESIGN_CONFIG=/design/flow/config.mk WORK_HOME=/design/flow/orfs finish
$ cat flow/config.mk
export PLATFORM = sky130hd
export DESIGN_NAME = AudioEngine
export DESIGN_NICKNAME = AudioEngine
export VERILOG_FILES = /design/flow/design.v
export SDC_FILE = /design/flow/constraint.sdc
export NUM_CORES = 4
export LEC_CHECK = 1
export CORE_UTILIZATION = 50
$ cat flow/constraint.sdc
current_design AudioEngine

set clk_period 20.4
set clk_io_pct 0.2

create_clock -name clk0 -period $clk_period [get_ports {audio_tick}]

set non_clock_inputs [all_inputs -no_clocks]
set_input_delay [expr $clk_period * $clk_io_pct] -clock clk0 $non_clock_inputs
set_output_delay [expr $clk_period * $clk_io_pct] -clock clk0 [all_outputs]
$ cat flow/design.v
module EnvelopeGenerator #(
    parameter DECAY_STEP = 16'd32,    
    parameter DECAY_RATE = 8'd4       
)(
    input  wire audio_tick,
    input  wire trigger,
    input  wire reset,
    output reg [9:0] gain
);
    reg [7:0] decay_div = 0;
    reg       trigger_d = 0;
    wire trig_rise = trigger & ~trigger_d;
    always @(posedge audio_tick or posedge reset) begin
        if (reset) begin
            gain      <= 0;
            decay_div <= 0;
            trigger_d <= 0;
        end else begin
            trigger_d <= trigger;
            if (trig_rise) begin
                gain      <= 10'd1023;
                decay_div <= 0;
            end else if (gain != 0) begin
                if (decay_div == DECAY_RATE) begin
                    decay_div <= 0;
                    if (gain > DECAY_STEP[9:0])
                        gain <= gain - DECAY_STEP[9:0];
                    else
                        gain <= 0;
                end else begin
                    decay_div <= decay_div + 1;
                end
            end
        end
    end
endmodule
module HiHat
(
    input  wire audio_tick,
    input  wire trigger,
    input  wire reset,
    output reg [9:0] out
);
    wire [9:0] noise;
    NoiseGenerator NG (
        .audio_tick(audio_tick),
        .reset(reset),
        .noise_out(noise)
    );
    reg [9:0] prev_noise = 0;
    wire signed [10:0] diff = {1'b0, noise} - {1'b0, prev_noise};
    wire [9:0] hp = diff[10] ? 10'd0 : diff[9:0];
    always @(posedge audio_tick)
        prev_noise <= noise;
    wire [9:0] gain;
    EnvelopeGenerator #(
        .DECAY_STEP(1),
        .DECAY_RATE(2)
    ) ENV (
        .audio_tick(audio_tick),
        .trigger(trigger),
        .reset(reset),
        .gain(gain)
    );
    reg [19:0] mult_result = 0;
    always @(posedge audio_tick or posedge reset) begin
        if (reset) begin
            mult_result <= 0;
            out <= 0;
        end else begin
            mult_result <= hp * gain;
            out <= mult_result[19:10];
        end
    end
endmodule
module KickDrum
(
    input  wire        audio_tick,
    input  wire        trigger,
    input  wire        reset,
    output reg [9:0]   out
);
    reg [15:0] phase = 0;
    wire [7:0] sine_addr = phase[15:8];
    wire [9:0] sine_val;
    sine_rom SINE_TABLE (
        .addr(sine_addr),
        .data(sine_val)
    );
    localparam [15:0] PITCH_BASE   = 16'd682;
    localparam [15:0] PITCH_ATTACK = 16'd1400;
    reg [15:0] pitch_env = 0;
    reg [5:0]  pitch_div = 0;
    reg [9:0] decay_gain = 0;
    reg [4:0] decay_div = 0;
    reg trigger_d = 0;
    wire trig_rise = trigger & ~trigger_d;
    reg [19:0] mult_result = 0;
    always @(posedge audio_tick or posedge reset) begin
        if (reset) begin
            phase       <= 0;
            pitch_env   <= 0;
            pitch_div   <= 0;
            decay_gain  <= 0;
            decay_div   <= 0;
            trigger_d   <= 0;
            mult_result <= 0;
            out         <= 0;
        end else begin
            trigger_d <= trigger;
            if (trig_rise) begin
                pitch_env  <= PITCH_ATTACK;
                pitch_div  <= 0;
                decay_gain <= 10'd1023;
                decay_div  <= 0;
                phase <= 16'd20000;
            end else begin
                if (pitch_env != 0) begin
                    if (pitch_div == 6'd4) begin
                        pitch_div <= 0;
                        pitch_env <= (pitch_env > 16'd40) ? pitch_env - 16'd40 : 0;
                    end else begin
                        pitch_div <= pitch_div + 1;
                    end
                end
                if (decay_gain != 0) begin
                    if (decay_div == 5'd23) begin
                        decay_div  <= 0;
                        decay_gain <= decay_gain - 10'd1;
                    end else begin
                        decay_div <= decay_div + 1;
                    end
                end
            end
            phase <= phase + (PITCH_BASE + pitch_env);
            mult_result <= sine_val * decay_gain;
            out <= mult_result[19:10];
        end
    end
endmodule
module NoiseGenerator #(
    parameter LFSR_WIDTH = 16
)(
    input  wire audio_tick,
    input  wire reset,
    output wire [9:0] noise_out
);
    reg [LFSR_WIDTH-1:0] lfsr = {LFSR_WIDTH{1'b1}};
    always @(posedge audio_tick or posedge reset) begin
        if (reset) begin
            lfsr <= {LFSR_WIDTH{1'b1}};
        end else begin
            lfsr <= {
                lfsr[LFSR_WIDTH-2:0],
                lfsr[LFSR_WIDTH-1] ^
                lfsr[LFSR_WIDTH-3] ^
                lfsr[LFSR_WIDTH-4] ^
                lfsr[LFSR_WIDTH-6]
            };
        end
    end
    assign noise_out = lfsr[LFSR_WIDTH-1 -: 10];
endmodule
module OpenHiHat
(
    input  wire audio_tick,
    input  wire trigger,
    input  wire choke,
    input  wire reset,
    output reg [9:0] out
);
    wire [9:0] noise;
    NoiseGenerator #(16) NG (
        .audio_tick(audio_tick),
        .reset(reset),
        .noise_out(noise)
    );
    reg [9:0] prev_noise = 0;
    always @(posedge audio_tick)
        prev_noise <= noise;
    wire signed [10:0] hp = {1'b0, noise} - {1'b0, prev_noise};
    wire signed [10:0] bp = hp - (hp >>> 3);
    wire [9:0] hat_noise = bp[10] ? 10'd0 : bp[9:0];
    wire [9:0] gain;
    EnvelopeGenerator #(
        .DECAY_STEP(1),
        .DECAY_RATE(6)
    ) ENV (
        .audio_tick(audio_tick),
        .trigger(trigger),
        .reset(reset),
        .gain(gain)
    );
    reg [9:0] gain_choked = 0;
    always @(posedge audio_tick or posedge reset) begin
        if (reset)
            gain_choked <= 0;
        else if (choke)
            gain_choked <= 0;
        else
            gain_choked <= gain;
    end
    reg [19:0] mult_result = 0;
    always @(posedge audio_tick or posedge reset) begin
        if (reset) begin
            mult_result <= 0;
            out <= 0;
        end else begin
            mult_result <= hat_noise * gain_choked;
            out <= mult_result[19:10];
        end
    end
endmodule
module StepSequencer #(
    parameter [7:0] SEQUENCE = 8'b10101010
)(
    input  wire audio_tick,      
    input  wire advance,         
    input  wire reset,
    output reg  trigger          
);
    reg [2:0] step = 0;
    always @(posedge audio_tick or posedge reset) begin
        if (reset) begin
            step <= 3'd0;
            trigger <= 1'b0;
        end else begin
            if (advance) begin
                if (step == 3'd7)
                    step <= 3'd0;
                else
                    step <= step + 3'd1;
                trigger <= SEQUENCE[step];
            end else begin
                trigger <= 0;
            end
        end
    end
endmodule
module AudioEngine
(
    input  wire        clk_150,          
    input  wire        audio_tick,       
    input  wire        reset,
    output wire [9:0]  audio_sample,
    output wire [5:0]  led
);
    reg [12:0] div = 0;
    reg        step_tick = 0;
    always @(posedge audio_tick or posedge reset) begin
        if (reset) begin
            div <= 0;
            step_tick <= 0;
        end else begin
            if (div == 6000) begin
                div <= 0;
                step_tick <= 1;
            end else begin
                div <= div + 1;
                step_tick <= 0;
            end
        end
    end
    wire trig_kick;
    wire trig_ch;
    wire trig_oh;
    assign led[0] = trig_kick;
    assign led[1] = trig_ch;
    assign led[2] = trig_oh;
    assign led[5:3] = 3'b000;
    StepSequencer #(
        .SEQUENCE(8'b10001000)
    ) seqKick (
        .audio_tick(audio_tick),
        .advance(step_tick),
        .reset(reset),
        .trigger(trig_kick)
    );
    StepSequencer #(
        .SEQUENCE(8'b11111111)
    ) seqCH (
        .audio_tick(audio_tick),
        .advance(step_tick),
        .reset(reset),
        .trigger(trig_ch)
    );
    StepSequencer #(
        .SEQUENCE(8'b00100100)
    ) seqOH (
        .audio_tick(audio_tick),
        .advance(step_tick),
        .reset(reset),
        .trigger(trig_oh)
    );
    wire [9:0] kick_out;
    wire [9:0] ch_out;
    wire [9:0] oh_out;
    KickDrum kd (
        .audio_tick(audio_tick),
        .trigger(trig_kick),
        .reset(reset),
        .out(kick_out)
    );
    HiHat chh (
        .audio_tick(audio_tick),
        .trigger(trig_ch),
        .reset(reset),
        .out(ch_out)
    );
    OpenHiHat ohh (
        .audio_tick(audio_tick),
        .trigger(trig_oh),
        .reset(reset),
        .out(oh_out)
    );
    wire [11:0] mix_sum = kick_out + ch_out + oh_out;
    assign audio_sample = mix_sum[11:2];   
endmodule
module sine_rom(
    input  wire [7:0] addr,
    output reg  [9:0] data
);
    always @* begin
        case (addr)
            8'd0: data = 10'd512;
            8'd1: data = 10'd525;
            8'd2: data = 10'd537;
            8'd3: data = 10'd550;
            8'd4: data = 10'd562;
            8'd5: data = 10'd575;
            8'd6: data = 10'd587;
            8'd7: data = 10'd599;
            8'd8: data = 10'd612;
            8'd9: data = 10'd624;
            8'd10: data = 10'd636;
            8'd11: data = 10'd648;
            8'd12: data = 10'd660;
            8'd13: data = 10'd672;
            8'd14: data = 10'd684;
            8'd15: data = 10'd696;
            8'd16: data = 10'd708;
            8'd17: data = 10'd719;
            8'd18: data = 10'd730;
            8'd19: data = 10'd742;
            8'd20: data = 10'd753;
            8'd21: data = 10'd764;
            8'd22: data = 10'd775;
            8'd23: data = 10'd785;
            8'd24: data = 10'd796;
            8'd25: data = 10'd806;
            8'd26: data = 10'd816;
            8'd27: data = 10'd826;
            8'd28: data = 10'd836;
            8'd29: data = 10'd846;
            8'd30: data = 10'd855;
            8'd31: data = 10'd864;
            8'd32: data = 10'd873;
            8'd33: data = 10'd882;
            8'd34: data = 10'd891;
            8'd35: data = 10'd899;
            8'd36: data = 10'd907;
            8'd37: data = 10'd915;
            8'd38: data = 10'd922;
            8'd39: data = 10'd930;
            8'd40: data = 10'd937;
            8'd41: data = 10'd944;
            8'd42: data = 10'd950;
            8'd43: data = 10'd957;
            8'd44: data = 10'd963;
            8'd45: data = 10'd968;
            8'd46: data = 10'd974;
            8'd47: data = 10'd979;
            8'd48: data = 10'd984;
            8'd49: data = 10'd989;
            8'd50: data = 10'd993;
            8'd51: data = 10'd997;
            8'd52: data = 10'd1001;
            8'd53: data = 10'd1004;
            8'd54: data = 10'd1008;
            8'd55: data = 10'd1011;
            8'd56: data = 10'd1013;
            8'd57: data = 10'd1015;
            8'd58: data = 10'd1017;
            8'd59: data = 10'd1019;
            8'd60: data = 10'd1021;
            8'd61: data = 10'd1022;
            8'd62: data = 10'd1022;
            8'd63: data = 10'd1023;
            8'd64: data = 10'd1023;
            8'd65: data = 10'd1023;
            8'd66: data = 10'd1022;
            8'd67: data = 10'd1022;
            8'd68: data = 10'd1021;
            8'd69: data = 10'd1019;
            8'd70: data = 10'd1017;
            8'd71: data = 10'd1015;
            8'd72: data = 10'd1013;
            8'd73: data = 10'd1011;
            8'd74: data = 10'd1008;
            8'd75: data = 10'd1004;
            8'd76: data = 10'd1001;
            8'd77: data = 10'd997;
            8'd78: data = 10'd993;
            8'd79: data = 10'd989;
            8'd80: data = 10'd984;
            8'd81: data = 10'd979;
            8'd82: data = 10'd974;
            8'd83: data = 10'd968;
            8'd84: data = 10'd963;
            8'd85: data = 10'd957;
            8'd86: data = 10'd950;
            8'd87: data = 10'd944;
            8'd88: data = 10'd937;
            8'd89: data = 10'd930;
            8'd90: data = 10'd922;
            8'd91: data = 10'd915;
            8'd92: data = 10'd907;
            8'd93: data = 10'd899;
            8'd94: data = 10'd891;
            8'd95: data = 10'd882;
            8'd96: data = 10'd873;
            8'd97: data = 10'd864;
            8'd98: data = 10'd855;
            8'd99: data = 10'd846;
            8'd100: data = 10'd836;
            8'd101: data = 10'd826;
            8'd102: data = 10'd816;
            8'd103: data = 10'd806;
            8'd104: data = 10'd796;
            8'd105: data = 10'd785;
            8'd106: data = 10'd775;
            8'd107: data = 10'd764;
            8'd108: data = 10'd753;
            8'd109: data = 10'd742;
            8'd110: data = 10'd730;
            8'd111: data = 10'd719;
            8'd112: data = 10'd708;
            8'd113: data = 10'd696;
            8'd114: data = 10'd684;
            8'd115: data = 10'd672;
            8'd116: data = 10'd660;
            8'd117: data = 10'd648;
            8'd118: data = 10'd636;
            8'd119: data = 10'd624;
            8'd120: data = 10'd612;
            8'd121: data = 10'd599;
            8'd122: data = 10'd587;
            8'd123: data = 10'd575;
            8'd124: data = 10'd562;
            8'd125: data = 10'd550;
            8'd126: data = 10'd537;
            8'd127: data = 10'd525;
            8'd128: data = 10'd512;
            8'd129: data = 10'd499;
            8'd130: data = 10'd487;
            8'd131: data = 10'd474;
            8'd132: data = 10'd462;
            8'd133: data = 10'd449;
            8'd134: data = 10'd437;
            8'd135: data = 10'd425;
            8'd136: data = 10'd412;
            8'd137: data = 10'd400;
            8'd138: data = 10'd388;
            8'd139: data = 10'd376;
            8'd140: data = 10'd364;
            8'd141: data = 10'd352;
            8'd142: data = 10'd340;
            8'd143: data = 10'd328;
            8'd144: data = 10'd316;
            8'd145: data = 10'd305;
            8'd146: data = 10'd294;
            8'd147: data = 10'd282;
            8'd148: data = 10'd271;
            8'd149: data = 10'd260;
            8'd150: data = 10'd249;
            8'd151: data = 10'd239;
            8'd152: data = 10'd228;
            8'd153: data = 10'd218;
            8'd154: data = 10'd208;
            8'd155: data = 10'd198;
            8'd156: data = 10'd188;
            8'd157: data = 10'd178;
            8'd158: data = 10'd169;
            8'd159: data = 10'd160;
            8'd160: data = 10'd151;
            8'd161: data = 10'd142;
            8'd162: data = 10'd133;
            8'd163: data = 10'd125;
            8'd164: data = 10'd117;
            8'd165: data = 10'd109;
            8'd166: data = 10'd102;
            8'd167: data = 10'd94;
            8'd168: data = 10'd87;
            8'd169: data = 10'd80;
            8'd170: data = 10'd74;
            8'd171: data = 10'd67;
            8'd172: data = 10'd61;
            8'd173: data = 10'd56;
            8'd174: data = 10'd50;
            8'd175: data = 10'd45;
            8'd176: data = 10'd40;
            8'd177: data = 10'd35;
            8'd178: data = 10'd31;
            8'd179: data = 10'd27;
            8'd180: data = 10'd23;
            8'd181: data = 10'd20;
            8'd182: data = 10'd16;
            8'd183: data = 10'd13;
            8'd184: data = 10'd11;
            8'd185: data = 10'd9;
            8'd186: data = 10'd7;
            8'd187: data = 10'd5;
            8'd188: data = 10'd3;
            8'd189: data = 10'd2;
            8'd190: data = 10'd2;
            8'd191: data = 10'd1;
            8'd192: data = 10'd1;
            8'd193: data = 10'd1;
            8'd194: data = 10'd2;
            8'd195: data = 10'd2;
            8'd196: data = 10'd3;
            8'd197: data = 10'd5;
            8'd198: data = 10'd7;
            8'd199: data = 10'd9;
            8'd200: data = 10'd11;
            8'd201: data = 10'd13;
            8'd202: data = 10'd16;
            8'd203: data = 10'd20;
            8'd204: data = 10'd23;
            8'd205: data = 10'd27;
            8'd206: data = 10'd31;
            8'd207: data = 10'd35;
            8'd208: data = 10'd40;
            8'd209: data = 10'd45;
            8'd210: data = 10'd50;
            8'd211: data = 10'd56;
            8'd212: data = 10'd61;
            8'd213: data = 10'd67;
            8'd214: data = 10'd74;
            8'd215: data = 10'd80;
            8'd216: data = 10'd87;
            8'd217: data = 10'd94;
            8'd218: data = 10'd102;
            8'd219: data = 10'd109;
            8'd220: data = 10'd117;
            8'd221: data = 10'd125;
            8'd222: data = 10'd133;
            8'd223: data = 10'd142;
            8'd224: data = 10'd151;
            8'd225: data = 10'd160;
            8'd226: data = 10'd169;
            8'd227: data = 10'd178;
            8'd228: data = 10'd188;
            8'd229: data = 10'd198;
            8'd230: data = 10'd208;
            8'd231: data = 10'd218;
            8'd232: data = 10'd228;
            8'd233: data = 10'd239;
            8'd234: data = 10'd249;
            8'd235: data = 10'd260;
            8'd236: data = 10'd271;
            8'd237: data = 10'd282;
            8'd238: data = 10'd294;
            8'd239: data = 10'd305;
            8'd240: data = 10'd316;
            8'd241: data = 10'd328;
            8'd242: data = 10'd340;
            8'd243: data = 10'd352;
            8'd244: data = 10'd364;
            8'd245: data = 10'd376;
            8'd246: data = 10'd388;
            8'd247: data = 10'd400;
            8'd248: data = 10'd412;
            8'd249: data = 10'd425;
            8'd250: data = 10'd437;
            8'd251: data = 10'd449;
            8'd252: data = 10'd462;
            8'd253: data = 10'd474;
            8'd254: data = 10'd487;
            8'd255: data = 10'd499;
            default: data = 10'd512;
        endcase
    end
endmodule
==> deck_impl_summary.md <==
Flow Results at a Glance

Status
  • Status: finished, final reports clean

Detailed routing
  • WL final: 47100 um
  • Vias: 16410
  • DRT iter0 DRCs: 1033
  • ANT nets after route: 0
  • Vias per std cell: 5.44
  • DRC Markers: 0
  • Ant diodes: 0
  • Detailed Routing Iterations Pass 1: 5
  • WL per Instance: 15.6 um

Yosys
  • Sequential area share after synthesis: 25.9%
  • Yosys cell count: 2431
  • Top_reg_cell synth: dfrtp_1
  • Synth warn: 13
  • Post-synth EDFFs: 0
  • Syn Inst Count: 2431
  • Syn_area_per_cell: 9.16 um^2
  • Cell Type Count: 93
  • Ys flops: 233
  • Yosys chip area: 22300 um^2
  • FFs w/ async S/R, synth: 91.4%
  • Synth Cell Area: 22300 um^2

Cells and area
  • Synthesis-to-finish area growth: 7.20%
  • Non-filler cells, final: 3014
  • Layout cells sized above 1: 5.89%
  • Comb gate area: 15000 um^2
  • Register area: 5770 um^2
  • Fin util: 54.9%
  • Tally of filler cells in the layout: 3746

Setup path
  • CP Class: reg -> reg
  • Startpoint type of the worst setup path: flop
  • Setup crit end kind: flop
  • Slowest CP cell: or4_1
  • Worst stage delay on the critical path: 0.58 ns
  • Critical-path maximum fanout: 10
  • Crit path DAT: 10.18 ns
  • Required @ worst endpoint: 20.85 ns
  • Most common cell on crit path: inv_1
  • Cell depth of the worst flop-to-flop path: 42

Pwr
  • NetSw: 755 uW
  • Leakage: 0.0121 uW
  • Clk pwr share: 27.5%
  • Cell area power density: 76.2 nW/um^2
  • Worst vdd ir: 61.6 uV
  • Pint: 1060 uW
  • Combinational power share: 44.6%
  • Flop pwr share: 27.8%
  • Switch share: 41.5%

Clock tree
  • Setup repair bufs after CTS: 0
  • Root Buffer Master: clkbuf_16
  • CTS tree: yes
  • TritonCTS Buffers: 27
  • Max clock buf depth: 3
  • Clock slew seen by the registers of the worst setup and hold paths: 0.06 ns
  • H-tree depth: 1
  • Latency at later pin: 0.56 ns
  • Clock sink count: 233
  • CTS resizes: 0
  • # hold bufs at CTS: 0

Die
  • Floorplan core density: 51.2%
  • Height of the die: 213 um
  • Die area: 45400 um^2
  • Die Wd: 213 um
  • Std cell rows: 76
  • # IOs: 19
  • Core area: 43500 um^2

Global routing
  • Initial antenna violation count: 0
  • GRT Total Usage: 23.2%
  • First-pass GRT wire length: 80800 um
  • Largest net degree at the start of global routing: 127
  • Overflow left after global routing: 0
  • Number of global-route vias before repair: 16481

Final timing
  • RSZ-0062 raised after global routing: no
  • Max-slew violations: 0
  • Final TNS setup: 0 ns
  • Worst Skew: 0.0304 ns
  • Final Cycle Share: 47.7%
  • Fin crit period: 9.72 ns
  • Final setup fails: 0
  • Worst setup margin: 10.68 ns
  • Fmax: 0.103 GHz
  • Slew margin rel.: 37.4%
  • Worst-margin pin slew: 0.937 ns
  • Hold Fails Final Rpt: 0

Worst hold path
  • Tightest Hold Check Type: reg -> reg
  • Hold Crit Depth: 0

Flow run
  • Max Cap Viol: 0
  • OpenROAD warning count: 49

Placement
  • Dpl ws: 10.67 ns
  • DP HPWL: 34200 um
  • Port buffer count: 14
  • Placed insts: 2964
  • GPL Wtd Cong: 0.910
## layout make-up
| type | instances | area share (%) |
|---|---|---|
| multi-input cells | 1822 | 62.8 |
| flip-flops and latches | 233 | 24.2 |
| inverters | 280 | 4.43 |
| clock buffers | 35 | 3.08 |
| well taps | 585 | 3.07 |
| repair buffers | 44 | 1.58 |
| clock inverters | 15 | 0.807 |
## worst max-delay path: cells and delay by family, from the launching register on
family,cells,cell delay (ns)
AND-OR/OR-AND,16,3.52
XOR/XNOR,2,0.30
adder cells (fa/ha/maj),9,3.59
buffers and inverters,8,0.60
flip-flops,1,0.37
AND/OR/NAND/NOR,7,1.27
## through the flow
stage | hold WS, ns | instance area, um^2 | power, uW
after floorplan | 0.331 | 22300 | 1090
after global placement | 0.332 | 22900 | 1310
after detailed placement | 0.335 | 22900 | 1310
after CTS | 0.334 | 23900 | 1820
after global routing | 0.341 | 23900 | 1930
final | 0.339 | 23900 | 1820
## worst paths after layout
path,start,to,slack (ns)
setup / recovery,ohh.NG.lfsr[6],ohh.mult_result[19],10.68
hold / removal,ohh.NG.lfsr[4],ohh.NG.lfsr[5],0.34
setup reg to reg,ohh.NG.lfsr[6],ohh.mult_result[19],10.68
hold reg to reg,ohh.NG.lfsr[4],ohh.NG.lfsr[5],0.34
max in group asynchronous,reset,chh.mult_result[11],15.26
min in group asynchronous,reset,div[1],3.99
## Yosys cell counts (6+ instances only)
library cell,instances,area share [%]
or3_1,11,0.31
o31ai_1,9,0.30
nor2_1,159,2.7
a21o_1,31,1.0
and4_1,16,0.63
o21ai_1,20,0.45
o211ai_1,9,0.30
o21a_1,11,0.37
xor2_1,31,1.2
clkbuf_1,63,1.1
dfrtp_1,181,20
nor2b_1,47,1.3
dfstp_2,32,3.8
a31oi_1,20,0.56
nor3_1,58,1.3
ha_1,258,14
and3_1,18,0.51
fa_1,197,18
buf_2,16,0.36
a21oi_1,128,2.9
mux2i_1,8,0.36
xnor2_1,70,2.8
o21bai_1,7,0.24
a2111oi_0,6,0.24
nand2_1,251,4.2
buf_4,11,0.37
inv_1,276,4.7
buf_1,6,0.10
nand4_1,13,0.37
dfxtp_1,20,1.8
nor4_1,12,0.34
o21ai_0,141,3.2
a21boi_0,10,0.34
nand2b_1,30,0.84
a211oi_1,8,0.27
nand3_1,40,0.90
and2_1,97,2.7
## cell usage in the layout (no fill, tap or decap), types with 7 or more instances in the layout
cell | netlist | routed
a211oi_1 | 8 | 8
a21boi_0 | 10 | 10
a21o_1 | 31 | 31
a21oi_1 | 128 | 128
a31oi_1 | 20 | 20
and2_1 | 97 | 97
and3_1 | 18 | 18
and4_1 | 16 | 16
buf_4 | 11 | 29
clkbuf_16 | 0 | 27
clkdlybuf4s50_1 | 0 | 14
dfrtp_1 | 181 | 179
dfstp_2 | 32 | 32
dfxtp_1 | 20 | 20
fa_1 | 197 | 197
ha_1 | 258 | 258
inv_1 | 276 | 275
mux2i_1 | 8 | 8
nand2_1 | 251 | 251
nand2b_1 | 30 | 30
nand3_1 | 40 | 40
nand4_1 | 13 | 13
nor2_1 | 159 | 159
nor2b_1 | 47 | 47
nor3_1 | 58 | 58
nor4_1 | 12 | 12
o211ai_1 | 9 | 9
o21a_1 | 11 | 11
o21ai_0 | 141 | 141
o21ai_1 | 20 | 20
o21bai_1 | 7 | 7
o31ai_1 | 9 | 9
or3_1 | 11 | 11
xnor2_1 | 70 | 70
xor2_1 | 31 | 31
## power by group through the flow
stage / Clock [uW] / Sequential [uW] / Combinational (uW)
after CTS: 516 / 506 / 801
after global routing: 531 / 509 / 892
final: 501 / 506 / 812
## cells by family (layout without fill, tap and decap cells)
| kind of cell | after synthesis | count (layout) | synth area share [%] |
|---|---|---|---|
| muxes | 16 | 16 | 0.916 |
| xor gates and xnor gates | 101 | 101 | 3.97 |
| and+or+nand+nor | 785 | 785 | 17.3 |
| AOI/OAI and AO/OA | 461 | 461 | 12.9 |
| adders and majority gates | 455 | 455 | 32.2 |
| DFF | 233 | 233 | 25.9 |
| other | 1 | 4 | 0.0168 |
| buffers and inverters | 379 | 374 | 6.76 |
## registers in the layout, indices dropped and copies added, names as in the netlist, 13 cells and up
name / cells
chh.NG.lfsr: 16
div: 13
kd.pitch_env: 13
kd.phase: 15
ohh.NG.lfsr: 16
## per-layer routing
layer,wire length (um),vias up,track usage [%]
met1,22600,7895,36.9
met5,0,-,0
met2,20800,386,34.6
met3,2730,56,5.05
li1,-,8073,-
met4,922,0,4.37
Power and IR drop assume default switching activity.
